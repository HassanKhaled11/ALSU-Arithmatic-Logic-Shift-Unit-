`flow/config.mk`:
```
export PLATFORM = sky130hd
export DESIGN_NAME = ALSU
export DESIGN_NICKNAME = ALSU
export VERILOG_FILES = /design/flow/design.v
export SDC_FILE = /design/flow/constraint.sdc
export NUM_CORES = 4
export LEC_CHECK = 1
export CORE_UTILIZATION = 40
```
`flow/constraint.sdc`:
```
current_design ALSU

set clk_period 1.0
set clk_io_pct 0.2

create_clock -name clk0 -period $clk_period [get_ports {clk}]

set non_clock_inputs [all_inputs -no_clocks]
set_input_delay [expr $clk_period * $clk_io_pct] -clock clk0 $non_clock_inputs
set_output_delay [expr $clk_period * $clk_io_pct] -clock clk0 [all_outputs]
```
`flow/design.v`:
```
module  ALSU #(parameter INPUT_PERIORITY = "A" , parameter FULL_ADDER = "ON") (
 input clk          ,
 input rst          ,
 input [2:0] A      ,
 input [2:0] B      ,
 input [2:0] opcode ,
 input cin          ,
 input serial_in    ,
 input direction    ,
 input red_op_A     ,
 input red_op_B     ,
 input bypass_A     ,
 input bypass_B     ,
 output reg [5:0]  out  ,
 output reg [15:0] leds );
 reg  in_serial_in , in_red_op_A , in_direction , in_red_op_B , in_bypass_A , in_bypass_B ,in_cin;
 reg flag; 
 reg [3:0] in_opcode;
 reg [2:0] in1 , in2;
 reg [5:0] out_reg ;
 reg [5:0] shift_temp;
 reg [2:0] counter;
 reg [3:0] current_state , next_state;
 parameter OPERATION  =  4'b0001;
 parameter INVALID    =  4'b0010;
 parameter AND_OP     =  4'b0011;
 parameter XOR_OP     =  4'b0100;
 parameter ADD_OP     =  4'b0101;
 parameter MULT_OP    =  4'b0110;
 parameter SHIFT_OP   =  4'b0111;
 parameter ROTATE_OP  =  4'b1000;
 always @(posedge clk or posedge rst) begin
     if (rst) begin
         out  <= 0;
         leds <= 0;
     end
     else begin
         in1     <= A   ;
         in2     <= B   ;
         in_serial_in <= serial_in;
         in_opcode <= opcode;
         in_cin <= cin ;
         in_direction <= direction ;
         in_red_op_A <= red_op_A;
         in_red_op_B <= red_op_B;
         in_bypass_A <= bypass_A;
         in_bypass_B <= bypass_B;
         if(out_reg)
         out <= out_reg ;
         else begin
         out <= 6'b0;   
         end
     end
 end
always @(posedge clk or posedge rst) begin
 if(rst) begin
     current_state <= OPERATION;
 end
 else begin
     current_state <= next_state;
 end
end
 always @(*) begin 
  case(current_state)
  OPERATION :begin
                if(in_opcode == 3'b110 || in_opcode == 3'b111)
                      next_state = INVALID;
                else if(in_bypass_A || in_bypass_B)
                      next_state = OPERATION;
                else begin
                      case (opcode)
                         3'b000 : next_state = AND_OP          ;
                         3'b001 : next_state = XOR_OP          ;
                         3'b010 : begin
                                       if(in_red_op_A || in_red_op_B)
                                           next_state = INVALID;
                                        else   
                                           next_state = ADD_OP ;
                                   end                     
                         3'b011 : begin
                                       if(in_red_op_A || in_red_op_B)
                                           next_state = INVALID;
                                        else   
                                        next_state = MULT_OP ;
                                   end 
                         3'b100 : begin
                                       if(in_red_op_A || in_red_op_B)
                                           next_state = INVALID;
                                        else   
                                           next_state = SHIFT_OP     ;
                                     end
                         3'b101 : begin
                                       if(in_red_op_A || in_red_op_B)
                                           next_state = INVALID;
                                        else   
                                           next_state = ROTATE_OP  ;
                                   end
                        endcase
                 end 
             end
   AND_OP : begin
            next_state = OPERATION;
            end          
   XOR_OP : begin
            next_state = OPERATION;
            end          
   ADD_OP : begin
            next_state = OPERATION;
            end          
   MULT_OP : begin
            next_state = OPERATION;
            end         
   SHIFT_OP : begin
              next_state = OPERATION;
              end
   ROTATE_OP : begin
              next_state = OPERATION;
                end
   INVALID : begin
              if(counter != 5)
               next_state <= INVALID;
              else
               next_state <= OPERATION;
           end
    endcase
 end
always @(*) begin
  case (current_state)
 OPERATION : begin
               leds    = 0;
               leds    = 0;
               counter = 0;
               flag    = 1; 
                if(in_bypass_A && in_bypass_B) begin 
                    if(INPUT_PERIORITY == "A")
                     out_reg = in1;
                    else
                     out_reg = in2;
                end
                else if(bypass_A)
                   out_reg = in1;
                else if(bypass_B)
                   out_reg = in2;
                end
 AND_OP    : begin
               if(in_red_op_A && in_red_op_B) begin
                 if(INPUT_PERIORITY == "A")
                     out_reg = &(in1);
                 else if(INPUT_PERIORITY == "B")
                     out_reg = &(in2);
              end
              else if(in_red_op_A)
                     out_reg = &(in1); 
              else if(in_red_op_B)
                     out_reg = &(in2); 
               else 
                     out_reg = in1 & in2;
            end     
 XOR_OP  :  begin
              if(in_red_op_A && in_red_op_B) begin
                 if(INPUT_PERIORITY == "A")
                     out_reg = ^(in1);
                 else if(INPUT_PERIORITY == "B")
                     out_reg = ^(in2);
              end
              else if(in_red_op_A)
                     out_reg = ^(in1); 
              else if(in_red_op_B)
                     out_reg = ^(in2); 
              else 
                     out_reg = in1 ^ in2;
            end      
 ADD_OP : begin
             if(FULL_ADDER == "ON")
                 out_reg = A + B + cin;
             else if(FULL_ADDER == "OFF")
                 out_reg = A + B ;
          end
 MULT_OP : begin
          out_reg = in1 * in2 ;
          end
 SHIFT_OP : begin
             if(in_direction) begin
               if(flag == 1)begin
                out_reg = {out_reg[4:0],in_serial_in};
                flag = 0;
              end
              end
             else 
               if(flag == 1)begin
                out_reg = {in_serial_in , out_reg[5:1]};
                flag = 0;
              end
            end
 ROTATE_OP : begin
             if(flag == 1)begin
               out_reg = {out_reg[0],out_reg[5:1]} ;
                flag = 0;
              end
             end
  INVALID : begin
            out_reg =  0;
            if(counter != 5) begin
              leds = ~leds ; 
              counter = counter + 1; 
            end 
            end
endcase
end
endmodule
```
`flow/run.sh`:
```
#!/bin/bash
# OpenROAD 26Q1-2900-gdf79404cd8, Yosys 0.63+post, stock flow scripts
make -C /OpenROAD-flow-scripts/flow DESIGN_CONFIG=/design/flow/config.mk WORK_HOME=/design/flow/orfs finish
```
==> impl_metrics.csv <==
group,metric,value,unit
clock_network,clk_pin_slew_worst_paths,0.08,ns
flow_run,timing.max_cap.violations,0,
setup_path,worstPathMaxFanout,16,
floorplanning,io-pin-count,40,
route,drtPass1Iterations,6,
flow_run,warning_count,26,
cells_and_area,final-comb-area,1110,um2
floorplanning,design.die.area,5700,um2
final_timing,untimed_endpoints,24,
grt,grt_pass1_wl,6990,um
setup_path,worst_ep_required_time,1.03,ns
final_timing,max_freq,1060,MHz
cells_and_area,largest_register_ff_count,12,
grt,first_global_vias,1452,
pwr,power.share.switching,0.257,
final_timing,finalSetupTns,0,ns
synthesis,post_synth_main_area_contributors,"edfxtp_1 19%, dfrtp_1 10%, dlxtn_1 9.7%",
synthesis,enable_flop_cells,14,
cells_and_area,syn2layout_area_growth,12.7,%
clock_network,cts_post_setup_buffers_inserted,0,
grt,gr-total-overflow,0,
setup_path,worst-endpoint-arrival,0.97,ns
clock_network,ctsRootBufferMaster,"clkbuf_8",
route,initialDrtViolationCount,116,
cells_and_area,layout-drive-gt1-share,0.0847,
final_timing,post-route-worst-setup-slack,0.0598,ns
synthesis,top_area_cell,"edfxtp_1",
synthesis,synth_cell_types,54,
floorplanning,die_height,75.5,um
worst_hold_path,min_delay_worst_type,"primary input to async pin",
pwr,power.switching,0.647,mW
route,routed_wl,4230,um
final_timing,max_slew.worst_pin.slew,0.766,ns
setup_path,cp_top_family,"buffers and inverters",
setup_path,timing.critical_path.cells,"clkdlybuf4s50_1 -> clkinvlp_4 -> buf_12",
synthesis,top_cell,"buf_4",
synthesis,ys_ff,38,
final_timing,layout_worst_path_cycle_share,0.940,
synthesis,postSynthAreaPerCell,9.82,um2
final_timing,remaining_max_slew_budget_at_the_tightest_pin,0.489,
final_timing,count_of_pins_over_their_slew_limit,0,
synthesis,ff_type,"edfxtp_1",
pwr,design_power_total,2.52,mW
floorplanning,core.rowCount,26,
pwr,power.clock.fraction,0.290,
setup_path,timing_worst_setup_path_type,"primary input to register",
pwr,internal_power,1.87,mW
setup_path,worstSetupEndpointType,"register",
clock_network,clock_tree_from_tritoncts,"done",
clock_network,cts-htree-levels,1,
synthesis,yosys_warnings,64,
setup_path,critical_path_s_slowest_cell,"clkdlybuf4s50_1",
grt,antenna_found_initial,0,
final_timing,hold_viol_final,0,
place,gp_congestion,0.950,
pwr,vdd_ir_drop_max,0.858,mV
route,remaining_drc_errors,0,
route,route.antenna.diode_count,0,
synthesis,syn-instance-count,220,
final_timing,rsz0062_at_grt,"no",
pwr,total_power_per_unit_cell_area,1030,nW/um2
pwr,sequentialPowerShare,0.506,
synthesis,synth_chip_area,2160,um2
clock_network,tritoncts.num_buffers,3,
pwr,pleak,1.02,nW
setup_path,worst_path_largest_cell_delay,0.50,ns
synthesis,list_of_most_frequent_post_synthesis_cells,"16 x buf_4, 15 x nand2_1, 14 x dlxtn_1, 14 x edfxtp_1, 14 x ha_1",
route,route.antenna.remaining_nets,0,
clock_network,clk_path_buf_depth,2,
cells_and_area,final_area,2440,um2
place,io_buffer_count,23,
place,pre_cts_slack,-0.219,ns
grt,grt_use_total,0.166,
floorplanning,design.core.area,5140,um2
status,outcome,"completed",
cells_and_area,register_area,882,um2
route,route.vias.total,1618,
route,routed_wire_length_per_instance,13.8,um
final_timing,finalCriticalPeriod,0.940,ns
final_timing,unclocked_pins,14,
synthesis,postSynth.asyncResetShare,0.263,
place,detailed_place_hpwl,3140,um
grt,grt_start_max_net_pins,27,
floorplanning,fp_util,0.420,
floorplanning,floorplan.die.width,75.5,um
synthesis,synthesis.area,2160,um2
synthesis,yosys_cells,220,
setup_path,worst-path-buf-inv,3,
synthesis,area_share_top_type,0.195,
final_timing,finalSetupViolations,0,
place,dpl-instance-area,2400,um2
setup_path,critPathLaunchType,"primary input",
cells_and_area,fillCellCount,538,
pwr,comb_power_share,0.204,
route,vias_per_cell,5.29,
[per-stage QoR]
step / cells / util / hold WS, ns
finish: 306 / 0.474 / 0.427
global route: 306 / 0.474 / 0.448
CTS: 306 / 0.479 / 0.433
detailed placement: 302 / 0.467 / 0.725
global placement: 302 / 0.467 / 0.721
floorplan: 235 / - / 0.0721
[layout by cell type (no fill, tap or decap), types with 5 or more instances in the layout]
master,n
clkdlybuf4s50_1,17
conb_1,16
nand2_1,15
ha_1,14
dlxtn_1,14
edfxtp_1,14
nor2_1,10
inv_1,9
a21oi_1,9
dfrtp_1,9
and2_1,7
o21ai_0,6
nand3_1,5
mux2i_1,5
clkbuf_2,5
[path summary, 6_finish.rpt]
kind	startpoint	to	slack [ns]	cells past startpoint
max	rst	in2[0]	0.06	3
min	rst	out[4]	0.43	4
max in group asynchronous	rst	current_state[0]	0.38	4
min in group clk0	direction	in_direction	0.49	1
[cell type report]
type                    count  area share
clock buffers               4      0.0272
inverters                  10      0.0169
multi-input cells         156       0.455
flip-flops and latches     38       0.362
well taps                  70      0.0360
repair buffers             28       0.103
[layer usage]
metal,vias up,global-route usage,part of all wire,wire length (um)
met4,0,0.00823,0.0069,29
li1,797,-,-,-
met1,769,0.279,0.49,2060
met5,-,0,0,0
met3,2,0.0228,0.054,230
met2,50,0.251,0.45,1910
[power groups by stage]
stage     sequential, mW  combinational, mW  clock [mW]
6_report            1.27              0.515       0.730
5_1_grt             1.29              0.585       0.790
4_1_cts             1.27              0.525       0.757
[repair_timing]
action                                  4_1_cts  5_1_grt
resized                                      13        5
hold buffers                                  0        0
endpoints found under the setup margin        6        5
[tightest hold or removal path: cells and delay by family]
kind	cells	cell delay [ns]
buffers and inverters	4	0.82
[logic make-up after synthesis]
group | Yosys count | synth area share
flops | 24 | 0.311
simple gates | 61 | 0.156
xor+xnor | 5 | 0.0203
latches | 14 | 0.0973
mux | 5 | 0.0232
compound gates | 51 | 0.167
buf+inv | 41 | 0.105
fa+ha+maj | 18 | 0.118
other cells | 1 | 0.00174
Power is estimated from default activity; no workload was simulated.
